<file path="design/flow/constraint.sdc">
current_design inout_port

set clk_period 2.4
set clk_io_pct 0.2

create_clock -name clk0 -period $clk_period [get_ports {clk}]

set non_clock_inputs [all_inputs -no_clocks]
set_input_delay [expr $clk_period * $clk_io_pct] -clock clk0 $non_clock_inputs
set_output_delay [expr $clk_period * $clk_io_pct] -clock clk0 [all_outputs]
</file>
<file path="design/flow/run.sh">
#!/bin/bash
# OpenROAD 26Q1-2900-gdf79404cd8, Yosys 0.63+post, stock flow scripts
make -C /OpenROAD-flow-scripts/flow DESIGN_CONFIG=/design/flow/config.mk WORK_HOME=/design/flow/orfs finish
</file>
<file path="design/flow/design.v">
module inout_port(GO, clk, reset, iDATA, oReady, oDATA, SCL, SDA, ACK, ctr);
input GO;  
input clk;
input reset;
input [23:0] iDATA;
output oReady;
output oDATA;
output SCL;
inout SDA;
output ACK;
output [5:0] ctr;
reg a;  
wire a_z;
reg b;  
wire next_b;
wire ACK;
reg CLK_Disable;
reg RW;
reg END;
assign a_z = a? 1'b1:0;
assign SDA = RW? a_z: 1'bz;
assign SCL = CLK_Disable | ( ( (SD_Counter >= 4) & (SD_Counter <= 31))? ~clk:0);
assign ACK = b;
assign next_b = RW?1:SDA;
reg [5:0]	SD_Counter;
wire [5:0] 	next_SD_Counter;
wire [5:0]	ctr;
reg [23:0]	SD;
reg FAIL;
assign oReady = END;
assign next_SD_Counter = FAIL?32:SD_Counter + 1;
assign ctr = SD_Counter;
always @(negedge reset or negedge clk )
	begin
		if (!reset)
			begin
				SD_Counter = 6'b111111;
			end
		else begin
				if (GO == 1)
					begin
						SD_Counter = 0;
					end
				else begin
						if (SD_Counter < 6'b111111)
							begin
								SD_Counter = next_SD_Counter;
							end
						else
							SD_Counter = 6'b111111;
					 end		
			 end
	end
always @(posedge clk or negedge reset) begin
	if(!reset) begin
		CLK_Disable = 1;
		a = 1;
		END = 1;
		RW = 0;
		FAIL = 0;
	end
	else begin
		case(SD_Counter)
			6'd0: begin
				END = 0;
				CLK_Disable = 1;
				a = 1;
				RW = 1;
				FAIL = 0;
			end
			6'd1: begin
				SD = iDATA;
				RW = 1;
				a = 0;
			end
			6'd2: CLK_Disable = 0;
			6'd3: begin
				FAIL = 0;
				a = SD[23];
			end
			6'd4: a = SD[22];
			6'd5: a = SD[21];
			6'd6: a = SD[20];
			6'd7: a = SD[19];
			6'd8: a = SD[18];
			6'd9: a = SD[17];
			6'd10: a = SD[16];
			6'd11: RW = 0;
			6'd12: begin 
				RW = 1;
				if (b != 0)
					FAIL = 1;
				else FAIL = 0;
				a = SD[15];
			end
			6'd13: a = SD[14];
			6'd14: a = SD[13];
			6'd15: a = SD[12];
			6'd16: a = SD[11];
			6'd17: a = SD[10];
			6'd18: a = SD[9];
			6'd19: a = SD[8];
			6'd20: RW = 0;
			6'd21: begin
				RW = 1;
				if (b != 0)
					FAIL = 1;
				else FAIL = 0;
				a = SD[7];
			end
			6'd22: a = SD[6];
			6'd23: a = SD[5];
			6'd24: a = SD[4];
			6'd25: a = SD[3];
			6'd26: a = SD[2];
			6'd27: a = SD[1];
			6'd28: a = SD[0];
			6'd29: RW = 0;
			6'd30: begin
				RW = 1;
				if (b != 0)
					FAIL = 1;
				else FAIL = 0;
				a =0;
			end
			6'd31: begin
				a = 0;
				CLK_Disable = 1;
			end
			6'd32: begin
				a = 1;
				END = 1;
				RW = 0;
			end
		endcase
	end
end
always @(negedge clk) begin
	b = RW?next_b:SDA;
end
endmodule
</file>
<file path="design/flow/config.mk">
export PLATFORM = sky130hd
export DESIGN_NAME = inout_port
export DESIGN_NICKNAME = inout_port
export VERILOG_FILES = /design/flow/design.v
export SDC_FILE = /design/flow/constraint.sdc
export NUM_CORES = 4
export LEC_CHECK = 1
export CORE_AREA = 10 10 112 112
export DIE_AREA = 0 0 122 122
</file>
==> impl_report.txt <==
FLOW METRICS REPORT
----------------------------------------------------
[Logic synthesis]
  Mean Syn Cell Area ........................ 11.5 µm²
  Synthesized instance count ........................ 166
  Synthesized area ........................ 1910 µm²
  Share of synthesized area spent on multiplexers ........................ 0.0328
  Most instantiated flip-flop cell in the synthesis netlist ........................ sky130_fd_sc_hd__edfxtp_1
  EDFF count, synth ........................ 24
  Flop and latch count out of synthesis ........................ 36
  Xor+xnor area frac ........................ 0.00919
  Ys cells ........................ 166
  Share of the synthesized area in the top cell type ........................ 0.378
  Fraction of the mapped netlist area in adder cells ........................ 0.0262
  Cell area leaders ........................ sky130_fd_sc_hd__edfxtp_1, sky130_fd_sc_hd__dfstp_2, sky130_fd_sc_hd__nor2_1, sky130_fd_sc_hd__clkbuf_8, sky130_fd_sc_hd__a21oi_1
  Post-synth top cells ........................ sky130_fd_sc_hd__edfxtp_1, sky130_fd_sc_hd__nor2_1, sky130_fd_sc_hd__inv_1
  Synth warnings ........................ 3
  Post-synthesis sequential area ratio ........................ 0.539
  Top logic cell family in the synthesized netlist ........................ simple AND/OR/NAND/NOR gates
  Complex-gate fraction of the synthesized area ........................ 0.148
  Synth async-reset ratio ........................ 0.306
  Area figure in the yosys stat output ........................ between 1500 and 2000 µm²
  Count of distinct cell types in the synthesized netlist ........................ 54
  AND/OR/NAND/NOR Cells, Area Fraction ........................ 0.155
  Most numerous cell in the Yosys netlist ........................ sky130_fd_sc_hd__edfxtp_1
  Cell taking the most area after synthesis ........................ sky130_fd_sc_hd__edfxtp_1

[Floorplanning]
  Number of I/O pins ........................ 38
  Die Span X ........................ roughly 120 µm
  Site Rows ........................ 37
  Core utilization at floorplan ........................ 0.186
  Die span in y ........................ around 120 µm

[Place]
  Worst Setup Slack post-DPL ........................ -0.759 ns
  Final weighted congestion of routability-driven global placement ........................ 0.874
  Count of buffers from port buffering ........................ 35
  Placed insts ........................ approximately 360
  HPWL Detailed ........................ ~3.9 mm

[Run status]
  Result of the run ........................ stopped before the end
  Fail Step ........................ clock tree synthesis
  Error msg ........................ [error] [KeplerFormal.cpp:679] Workflow failed: Iso has multiple drivers: .SDA0, SDA$_DFFE_PN1P_.Q0

[Clocking]
  Post-cts resize count ........................ ~73
  Post-CTS setup buffer count ........................ 24
  Hold Buf Count CTS ........................ 0

----------------------------------------------------
-- stage by stage --
step / utilization / hold slack, ns / instance area (µm²)
floorplan: - / 0.184 / 1960
global placement: 0.259 / 0.457 / 2650
detailed placement: 0.259 / 0.461 / 2650
-- kinds of logic after synthesis --
| family | count (synthesis) |
|---|---|
| AOI/OAI and AO/OA | 38 |
| adders and majority gates | 4 |
| muxes | 6 |
| buffers and inverters | 24 |
| and+or+nand+nor | 55 |
| other | 1 |
| DFF | 36 |
| xor gates and xnor gates | 2 |
